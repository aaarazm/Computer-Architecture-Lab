File: flow/run.sh
#!/bin/bash
# OpenROAD 26Q1-2900-gdf79404cd8, Yosys 0.63+post, stock flow scripts
make -C /OpenROAD-flow-scripts/flow DESIGN_CONFIG=/design/flow/config.mk WORK_HOME=/design/flow/orfs finish
File: flow/config.mk
export PLATFORM = sky130hd
export DESIGN_NAME = Memory
export DESIGN_NICKNAME = Memory
export VERILOG_FILES = /design/flow/design.v
export SDC_FILE = /design/flow/constraint.sdc
export NUM_CORES = 4
export LEC_CHECK = 1
export CORE_UTILIZATION = 30
File: flow/constraint.sdc
current_design Memory

set clk_period 40.2
set clk_io_pct 0.2

create_clock -name clk0 -period $clk_period [get_ports {clk}]

set non_clock_inputs [all_inputs -no_clocks]
set_input_delay [expr $clk_period * $clk_io_pct] -clock clk0 $non_clock_inputs
set_output_delay [expr $clk_period * $clk_io_pct] -clock clk0 [all_outputs]
File: flow/design.v
module Memory #(parameter WORD_SIZE = 32, ADDRESS_SIZE = 32) (
    input [(ADDRESS_SIZE-1):0] Address,
    input [(WORD_SIZE-1):0] WriteData,
    input MemRead, MemWrite, clk,
    output [(WORD_SIZE-1):0] ReadData
);
    localparam offset = 1024;
    reg [31:0] mem [0:63];
    assign ReadData = MemRead ? mem[Address[(ADDRESS_SIZE-1):2] - (offset/4)] : {WORD_SIZE{1'bZ}};
    always @(posedge clk) begin
        if(MemWrite)
            mem[Address[(ADDRESS_SIZE-1):2] - (offset/4)] <= WriteData;
    end
endmodule
==> Slide: Implementation Results <==
Key Metrics from the Run

Run status
  • Status: finished, final reports clean

Final timing
  • FMAX: 47.2 MHz
  • Final hold vios: 0
  • Final max-slew violation count: 0
  • Max transition margin: 37.3%
  • RSZ-0062 raised after global routing: false
  • Slew at the pin closest to its max-slew limit: 0.940 ns
  • Setup TNS: 0 ns
  • Period utilization: 52.7%
  • Setup violators final: 0
  • Crit path time final: 21.18 ns

Routing
  • Via count: 41.5k
  • # DRC: 0
  • DR vias/cell: 5.25
  • Routed WL: 209000 um
  • WL/cell: 26.4 um
  • Antenna Nets Post-Route: 0
  • Pre-antenna DRT Iters: 9
  • DR iter-0 viols: 2822

Clock network
  • Clock-pin slew on the worst setup and hold paths: 0.06 ns
  • Post-CTS resize count: 0
  • CTS buffer count: 191
  • Clock root cell: clkbuf_16
  • Deepest clock path buffer count: 3
  • H-tree levels: 4
  • Post-CTS setup buffers: 0
  • CTS Sinks: 2048
  • Hold buffers post-CTS: 0
  • CTS tree: done

Synthesis
  • Synth async-reset ratio: 0%
  • Top comb family, area: AND-OR/OR-AND gates
  • Yosys xor share: 0%
  • Post-synthesis cell count: 4207
  • Simple Share, Synth: 2.83%
  • Ys Warns: 2
  • Top_reg_cell synth: edfxtp_1
  • Max-area cell share: 78.6%
  • Count leader, synth: edfxtp_1
  • Yosys stat area: 0.0783 mm2
  • Register share after synthesis: 78.6%
  • Post-synthesis compound-gate area fraction: 8.73%
  • Registers, synthesis: 2048
  • Syn Std Cell Area: 0.0783 mm2
  • Cell area leaders: edfxtp_1, mux2i_1, mux4_2
  • Yosys cell types: 55
  • Adder-cell area share of the yosys netlist: 0%
  • Number of enable flip-flop cells: 2048
  • # Cells Yosys: 4207
  • Post-Syn Area per Cell: 18.6 um2
  • Synth cell count leaders: edfxtp_1, mux2i_1, a22oi_1, a221oi_1, clkbuf_1
  • Leading area contributor after synthesis: edfxtp_1
  • Mux cell area share: 8.19%

Power and ir drop
  • Leak Pwr: 28.0 nW
  • Worst IR Drop VDD: 49.9 uV
  • Pwr per Cell Area: 47.8 mW/mm2
  • Power Total: 0.00428 W

Floorplan
  • Core ar.: 0.259 mm2
  • IO Pins: 99
  • Die area: 0.263 mm2
  • Die width: 513 um
  • Die height: 513 um
  • Pre-Place Util: 30.2%
  • # rows: 187

GRT
  • First-pass GRT wire length: 302000 um
  • Vias in the first global route: 44.0k
  • GR Util All Layers: 16.9%
  • Total gr overflow: 0
  • Initial antenna violation count: 8
  • Largest net degree at the start of global routing: 80

Critical path
  • Critical path peak fanout: 46
  • Crit start category: primary input
  • Critical Path Start: Address[4]
  • CP Capture Type: output pin
  • Data arrival time of the worst path: 13.14 ns
  • CP required: 32.16 ns
  • WS Path Type: primary input to output pin

Worst hold path
  • Worst Hold Class: primary input to flip-flop
  • Hold path startpoint: WriteData[19]

Cells and area
  • Max reg flops: 2048
  • Area growth, synth to finish: 14.4%
  • Share of cells above drive strength 1: 17.7%

Placed design
  • Port buffer count: 71
  • Gpl congestion: 0.867
  • DPL Wire Length: 118000 um

Job
  • Max Cap Viol: 0
  • Log Warnings: 53
power breakdown:
part | internal, W | switching (W) | leakage, nW
Clock | 0.000932 | 0.000749 | 2.77
Combinational | 0.0000747 | 0.000160 | 6.80
Sequential | 0.00236 | 0.00000290 | 18.4
Total | 0.00337 | 0.000912 | 28.0
per-layer routing:
layer | share of wire [%] | track usage, % | vias to the layer above
li1 | - | - | 17900
met5 | 0.15 | 0.858 | -
met4 | 3.2 | 4.55 | 12
met2 | 47 | 25.6 | 2496
met1 | 34 | 18.9 | 20800
met3 | 16 | 12.6 | 381
final cells by class:
| type | instances | area, um2 |
|---|---|---|
| repair buffers | 265 | 2030 |
| well taps | 3402 | 4260 |
| inverters | 2 | 15.0 |
| flip-flops and latches | 2048 | 61500 |
| multi-input cells | 1859 | 16000 |
| clock buffers | 242 | 5060 |
| clock inverters | 88 | 636 |
| diodes | 2 | 5.00 |
| fillers | 23700 | 170000 |
cells in the final DEF (no fill, tap or decap), types with 16 or more instances in the layout:
cell             count
edfxtp_1          2048
mux2i_1            259
clkbuf_16          195
buf_4              193
a22oi_1            188
a221oi_1           175
mux2_2             147
a21oi_1            121
mux4_2              96
o22ai_1             93
and3_1              85
o21ai_0             84
nor2_1              77
o22a_1              70
nor2_4              67
a22o_1              66
nand3_1             53
clkinv_1            49
clkbuf_1            47
a31oi_1             43
clkdlybuf4s50_1     36
buf_2               32
nand2_1             27
clkinv_2            22
nor3_1              19
a211oi_1            17
a222oi_1            16
kinds of logic after synthesis:
family                 Yosys count
buffers and inverters          300
DFF                           2048
muxes                          502
AOI/OAI and AO/OA              933
and+or+nand+nor                424
worst max-delay path, cell delays in order:
cell and delay [ns]:
buf_8 0.30, buf_4 0.57, buf_4 0.70, buf_4 0.73
mux4_2 0.41, mux2i_1 0.38, nor2_1 0.14, or4b_1 0.55
or4_1 0.71, clkdlybuf4s50_1 0.48
metrics by stage:
stage / cell area [um2] / hold slack, ns / setup WS, ns / std cells / utilization (%)
6_report: 89500 / 7.67 / 19.02 / 7908 / 34.5
5_1_grt: 89500 / 7.66 / 18.81 / 7907 / 34.5
2_1_floorplan: 78300 / 8.14 / 22.01 / 4207 / -
3_5_place_dp: 83800 / 8.50 / 18.86 / 7576 / 32.3
3_3_place_gp: 83800 / 8.49 / 18.87 / 7576 / 32.3
4_1_cts: 89500 / 7.62 / 18.86 / 7906 / 34.5
path summary, 6_finish.rpt:
check | to | slack (ns) | cells after the start
max | ReadData[27] | 19.02 | 10
min | mem[50][19] | 7.67 | 1
Power figures rest on the tool's default switching activity, not on a simulated workload.
